## design/flow/config.mk

```make
export PLATFORM = sky130hd
export DESIGN_NAME = huffman_decoder
export DESIGN_NICKNAME = huffman_decoder
export VERILOG_FILES = /design/flow/design.v
export SDC_FILE = /design/flow/constraint.sdc
export NUM_CORES = 4
export LEC_CHECK = 1
export CORE_AREA = 10 10 70 70
export DIE_AREA = 0 0 80 80
```

## design/flow/design.v

```verilog
module huffman_decoder(y, x, clk, reset);
output [2:0] y;
input x, clk, reset;
reg [2:0] y;
reg [3:0] state;
parameter S0 = 4'b1000, S1 = 4'b1001, S2 = 4'b1010, S3 = 4'b1011, S4 = 4'b1100;
parameter A = 4'b0001, B = 4'b0010, C = 4'b0011, D = 4'b0100, E = 4'b0101, F = 4'b0110;
always @ (posedge clk or posedge reset)
if (reset == 1) state <= S0;
else case (state)
S0: if (x) state <= S1; else state <= A;
S1: if (x) state <= S3; else state <= S2;
S2: if (x) state <= B; else state <= C;
S3: if (x) state <= D; else state <= S4;
S4: if (x) state <= E; else state <= F;
 A: if (x) state <= S1; else state <= A;
 B: if (x) state <= S1; else state <= A;
 C: if (x) state <= S1; else state <= A;
 D: if (x) state <= S1; else state <= A;
 E: if (x) state <= S1; else state <= A;
 F: if (x) state <= S1; else state <= A;
endcase
always @(*)
begin
	if(state[3] == 1)
		y = 3'b000;
	else
		y = state[2:0];
end
endmodule
```

## design/flow/run.sh

```bash
#!/bin/bash
# OpenROAD 26Q1-2900-gdf79404cd8, Yosys 0.63+post, stock flow scripts
make -C /OpenROAD-flow-scripts/flow DESIGN_CONFIG=/design/flow/config.mk WORK_HOME=/design/flow/orfs finish
```

## design/flow/constraint.sdc

```tcl
current_design huffman_decoder

set clk_period 2.8
set clk_io_pct 0.2

create_clock -name clk0 -period $clk_period [get_ports {clk}]

set non_clock_inputs [all_inputs -no_clocks]
set_input_delay [expr $clk_period * $clk_io_pct] -clock clk0 $non_clock_inputs
set_output_delay [expr $clk_period * $clk_io_pct] -clock clk0 [all_outputs]
```

==> out/qor.tcl <==
set qor(run_status) {finished clean}
set qor(clock_sinks) 4
set qor(clockPowerShare_pct) 20.3
set qor(post_drt_wl_per_cell_um) 7.726
set qor(dr.pass1.iters) 2
set qor(synthDominantCellAreaShare_pct) 25.10
set qor(area_delta_synth_final_pct) 33.89
set qor(synth_area_um2) 299.0
set qor(n_antenna_cell) 0
set qor(drt-initial-drc-count) 61
set qor(row_count) 21
set qor(synth.cellmix.xorXnorShare_pct) 0
set qor(postRouteWirelength_um) 649
set qor(power.switching_uw) 148.9
set qor(cp_top_family) {flip-flops}
set qor(switching_portion_of_total_power_pct) 38.01
set qor(seqCellArea_um2) 101.3
set qor(cts_inserted_buffers) 3
set qor(worst_case_vdd_ir_drop_uv) 177.2
set qor(hp_class) {in -> async}
set qor(grt_first_pass_wirelength_um) 1069
set qor(postLayoutCellArea_um2) 400.4
set qor(die_y_um) 80
set qor(cts_repair_resize_count) 0
set qor(power_density_nw_per_um2) 978.8
set qor(critPathMaxStageDelay_ps) 540
set qor(grt_pass1_vias) 236
set qor(yosys.area_share.adder_pct) 0
set qor(antenna_found_initial) 0
set qor(cp-start-kind) {register}
set qor(clk_root_buffer_cell) {clkbuf_4}
set qor(layout.area.comb_um2) 161.4
set qor(seq_power_share_pct) 42.2
set qor(crit_chain) {nor2b_1 -> clkdlybuf4s50_1}
set qor(power.leakage_uw) 0.0001374
set qor(r2r_start) {state[3]}
set qor(synthMuxAreaShare_pct) 3.766
set qor(detail-route-antenna-nets) 0
set qor(top_level_ports) 6
set qor(worst_r2r_endpoint) {state[3]}
set qor(synth.distinct_cells) 24
set qor(htree_levels) 1
set qor(cts_tree) {yes}
set qor(cpMaxStageDelayCell) {dfrtp_1}
set qor(gpl.final_weighted_congestion) 0.6159
set qor(arrival_ps) 1470
set qor(layout.cells.non_filler) 84
set qor(ff2ff_path_depth) 3
set qor(ys_cells) 33
set qor(grt_start_max_net_pins) 14
set qor(final_layout_size_suffix_gt1_share_pct) 18.42
set qor(logic_family) {simple AND/OR/NAND/NOR gates}
set qor(largest_register_ffs) 4
set qor(critical_path.endpoint) {y[1]}
set qor(ys_chip_area_um2) 299.0
set qor(largest_area_cell) {dfrtp_1}
set qor(placedInstanceArea_um2) 374.1
set qor(startpoint) {state[1]}
set qor(setup_viol) 0
set qor(critPathRequiredTime_ps) 2240
set qor(rsz0062_at_grt) {no}
set qor(p_int_uw) 242.9
set qor(post_synth_ao_oa_area_fraction_pct) 19.67
set qor(finalWorstPathRequiredPeriod_ps) 2034
set qor(worst_slew_margin_rel_pct) 76.73
set qor(fin_tns_setup_ps) 0
set qor(chip_area_um2) 6400
set qor(finalClockPeriodUsage_pct) 72.64
set qor(report.final.slew_viol_count) 0
set qor(synthSimpleGateAreaFrac_pct) 30.54
set qor(post_cts.repair.setup_buffers) 0
set qor(numPortBuffers) 5
set qor(dieWidth_um) 80
set qor(detailedPlacementHpwl_um) 458.8
set qor(regMostFlops) {state}
set qor(layout.cells.most_common_list) {5 x clkdlybuf4s50_1, 3 x nor2b_1, 3 x clkbuf_4, 3 x dfrtp_1}
set qor(max_freq_ghz) 0.4917
set qor(synthesis.area_per_instance_um2) 9.062
set qor(final_layout_fill_cell_count) 395
set qor(top_regs) {state (4)}
set qor(power_frac_comb_pct) 37.5
set qor(critPathCaptureType) {output pin}
set qor(timing.critical_path.depth) 2
set qor(drt_drc_violations_left) 0
set qor(grt_overflow) 0
set qor(power_uw) 391.9
set qor(ys_warn_count) 1
set qor(synth_cells) 33
set qor(rrSetupSlack_ps) 1580
set qor(layout.core_utilization_pct) 11.72
set qor(numSynthFlops) 4
set qor(tool_warnings) 25
set qor(cts.clk_slew.worst_paths_ps) 40
set qor(final-hold-violation-count) 0
set qor(num_vias) 245
set qor(worst-path-max-fanout) 12
set qor(fp_util_pct) 8.755
set qor(final_layout_top_logic_cell) {clkdlybuf4s50_1}
set qor(hold_buffers) 0
set qor(max_cap_violations) 0
set qor(synth_sequential_area_ratio_pct) 33.89
set qor(numPlacedInstances) 80
set qor(max-clock-path-buffers) 2
set qor(max_slew.worst_pin.slew_ps) 349.1
set qor(crit_type) {reg -> out}
set qor(worst_clock_skew_ps) 5.435
set qor(synthTopCellsByArea) {dfrtp_1 25%, dfstp_2 8.8%, buf_6 7.5%, nor2b_1 6.3%, mux2_2 3.8%}
set qor(critical_path.n_buffers_inverters) 1
set qor(vias_per_cell) 2.917
set qor(total_grt_usage_pct) 2.110
set qor(clock.latency.late_pin_ps) 240
set qor(floorplan.core_area_um2) 3416
routing by layer:
metal	wire [µm]	vias to the layer above	GRT usage [%]	share of wire, %
met4	27	0	0.8803	4.2
met2	260	8	2.729	40
met1	278	106	2.402	43
met5	0	-	0	0
li1	-	129	-	-
met3	83	2	1.818	13
metrics by stage:
step / worst slack (ps) / hold WS, ps
after global routing: 611.8 / 508.0
final: 766.1 / 503.6
after global placement: 1034 / 595.6
after floorplan: 1514 / 325.4
after CTS: 735.7 / 502.8
after detailed placement: 1020 / 598.1
synth_stat cells:
cell      n
a31oi_1   1
o21a_1    1
a22o_1    1
nand2b_1  1
nor2_1    1
nand4b_1  1
and2b_1   1
nor3_2    1
nor3_1    2
nor4_1    1
inv_1     1
a211oi_1  1
dfstp_2   1
nand2_1   1
mux2_2    1
buf_2     2
a31o_1    1
nor2b_1   3
a21oi_1   2
dfrtp_1   3
buf_6     2
o21ai_0   2
nor2_2    1
nor4bb_1  1
cells by family after synthesis:
logic type | after synthesis
simple gates | 14
compound gates | 9
buf+inv | 5
flops | 4
mux | 1
worst min path at each step:
| stage | start | end | slack (ps) | cells past startpoint |
|---|---|---|---|---|
| after CTS | reset | state[1] | 500 | 2 |
| after global routing | reset | state[1] | 510 | 2 |
| final | reset | state[1] | 500 | 2 |
area by class of cell:
| class | count | area share, % |
|---|---|---|
| tap | 46 | 14.37 |
| clock buffer | 4 | 6.563 |
| timing repair buffer | 5 | 12.50 |
| sequential | 4 | 25.31 |
| multi-input combinational | 24 | 40.31 |
| inverter | 1 | 0.9375 |
power by group through the flow:
stage	registers [µW]	clock network, µW	logic [µW]
after global routing	175	88.5	167
after CTS	164	83.4	151
final	165	79.6	147
No activity file was given, so power comes from the tool's default toggle rates.
