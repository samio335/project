`./run.sh`:
```
#!/bin/bash
# OpenROAD 26Q1-2900-gdf79404cd8, Yosys 0.63+post, stock flow scripts
make -C /OpenROAD-flow-scripts/flow DESIGN_CONFIG=/design/flow/config.mk WORK_HOME=/design/flow/orfs finish
```
`./config.mk`:
```
export PLATFORM = sky130hd
export DESIGN_NAME = addsub_cla
export DESIGN_NICKNAME = addsub_cla
export VERILOG_FILES = /design/flow/design.v
export SDC_FILE = /design/flow/constraint.sdc
export NUM_CORES = 4
export LEC_CHECK = 1
export CORE_AREA = 10 10 70 70
export DIE_AREA = 0 0 80 80
```
`./constraint.sdc`:
```
current_design addsub_cla

set clk_period 4.9
set clk_io_pct 0.2

create_clock -name clk0 -period $clk_period

set non_clock_inputs [all_inputs -no_clocks]
set_input_delay [expr $clk_period * $clk_io_pct] -clock clk0 $non_clock_inputs
set_output_delay [expr $clk_period * $clk_io_pct] -clock clk0 [all_outputs]
```
`./design.v`:
```
module addsub_cla(A,B,S,C,M,V);
parameter W = 4;
input [W-1:0] A, B;
output [W-1:0] S;
output C;
input M;
output V;
reg [W-1:0] S;
reg [W-1:0] P;
reg [W-1:0] G;
reg [W-1:0] B_xor_M;
wire [W:0] carry;
integer i;
cla_gen #(.W(W)) CLAGEN(.P(P), .G(G), .C0(M), .C(carry));
always @(*) begin
for (i = 0; i < W; i = i + 1) begin
    B_xor_M[i] = (~B[i] & M) | (B[i] & ~M);
   	 P[i] = (~A[i] & B_xor_M[i]) | (A[i] & ~B_xor_M[i]);
    	G[i] = A[i] & B_xor_M[i];
    	S[i] = (~P[i] & carry[i]) | (P[i] & ~carry[i]);
  	end
end
assign C = carry[W];
assign V = (~carry[W] & carry[W-1]) | (carry[W] & ~carry[W-1]) ;
endmodule
module cla_gen(P,G,C0,C);
parameter W = 4;
input [W-1:0] P, G;
input C0;
output [W:0] C;
wire [W:0] temp;
genvar i;
generate
	for(i = 0; i < W; i = i + 1)
	begin: inst_cla
		cla Icla(.P(P[i]), .G(G[i]), .C0(temp[i]), .C(temp[i+1]));
	end
endgenerate
assign temp[0] = C0;
assign C = temp;
endmodule
module cla(P,G,C0,C);
input P, G, C0;
output C;
wire P;
wire G;
wire C0;
assign C = G | (P & C0);
endmodule
```
==> GITHUB_STEP_SUMMARY <==
### Yosys + OpenROAD results

| Metric | Value |
|---|---|
| Status | finished clean |
| Wirelength per Cell | 8.09 um |
| Worst Setup SP | M |
| DR pass1 iterations | 1 |
| DRC Markers | 0 |
| Core area | 0.00342 mm^2 |
| Area leader, netlist | fa_1 |
| OpenROAD warnings | 32 |
| Critical Path AT | 3.47 ns |
| VDD IR max | 0.0196 mV |
| Multi-input logic area | 114 um^2 |
| ANT cells | 0 |
| I/O pin cnt | 15 |
| Hold buffer count at cts | 0 |
| Floorplan core density | 3.88% |
| RSZ-0062 raised after global routing | false |
| Unique cell type count in the Yosys netlist | 5 |
| Max-area cell share | 45.3% |
| Hold Crit Class | in -> out |
| Critical path endpoint category | output port |
| LEAKAGE | 0.128 nW |
| Avg Inst Size Synth | 9.47 um^2 |
| Yosys cell count | 14 |
| Post-Syn Area | 133 um^2 |
| Area delta synth->final | 157% |
| Total track usage | 1.76% |
| Fillers | 407 |
| DRT iter0 DRCs | 0 |
| Post-CTS Setup Inserts | 0 |
| XOR Share, Synth | 33.0% |
| Main logic family after synthesis | adder cells |
| Floorplan die width | 80 um |
| ANT nets after route | 0 |
| Hold EP | S[0] |
| Tmin final | 4.45 ns |
| MUX share of area | 7.55% |
| Yosys aoi share | 0% |
| Least-Margin Pin Slew | 0.226 ns |
| # clk buffers | 0 |
| Synth top area cells | fa_1 (45%), xnor2_1 (20%), inv_1 (14%) |
| First-pass GRT wire length | 848 um |
| Chip area | 0.00640 mm^2 |
| CTS-repair resized insts | 0 |
| Total grt overflow | 0 |
| # rows | 21 |
| Gpl congestion | 0.727 |
| Synthesized instance count | 14 |
| Kind of critical path | in -> out |
| I/O Buffers | 15 |
| HP Start | A[0] |
| Fmax | 225 MHz |
| Yosys stat area | 133 um^2 |
| Flop area | 0 um^2 |
| AND/OR/NAND/NOR Cells, Area Fraction | 0% |
| Initial antenna violation count | 0 |
| Max transition margin | 84.8% |
| Largest net degree at the start of global routing | 5 |
| Sum Neg Setup Slack | 0 ns |
| Worst hold stages | 3 |
| Sequential fraction of the synthesis area | 0% |
| Flops | 0 |
| Crit-path max FO | 4 |
| Crit path DRT | 3.92 ns |
| Via count of the first global-routing pass | 159 |
| Pins Over Slew Limit | 0 |
| Share of layout cells above drive strength 1 | 0% |
| Detailed Route WL | 607 um |
| Startpoint Class | primary input |
| Drt via density | 1.91 |
| Synth warn | 1 |
| Vias | 143 |
| Final hold vios | 0 |
| Adder-cell share of the synthesized area | 45.3% |
| Die Y | 80 um |
| Final setup fails | 0 |
| Max-cap violations | 0 |
| Tcrit/Tclk final | 90.8% |
| Pwr dens | 136 mW/mm^2 |
| Final core utilization | 9.96% |
cell usage after synthesis:
master / instances
fa_1: 3
xor2_1: 2
mux2i_1: 1
xnor2_1: 3
inv_1: 5
critical path, cell delays in order:
cell and delay, ns:
clkdlybuf4s50_1 0.59, xnor2_1 0.13, fa_1 0.41, fa_1 0.41, inv_1 0.09, fa_1 0.21
xnor2_1 0.15, clkdlybuf4s50_1 0.50
through the flow:
stage / instance area [um^2] / power, mW / worst slack (ns) / std cells / hold slack, ns
after floorplan: 133 / 0.0113 / 1.57 / 14 / 1.99
after global placement: 340 / 0.0454 / 0.540 / 75 / 2.96
after detailed placement: 340 / 0.0468 / 0.450 / 75 / 2.95
after CTS: 340 / 0.0470 / 0.445 / 75 / 2.95
after global routing: 340 / 0.0510 / 0.351 / 75 / 3.00
final: 340 / 0.0462 / 0.450 / 75 / 2.94
how the worst max path moves through the flow:
stage | end | slack, ns | cells past startpoint
finish | V | 0.45 | 8
global route | V | 0.35 | 8
CTS | V | 0.44 | 8
layout make-up:
class	count	share of cell area, %
tap	46	16.9
inverter	5	5.51
timing repair buffer	15	44.1
multi-input combinational	9	33.5
layout by cell type, fill, tap and decap left out:
master,netlist,routed
clkdlybuf4s50_1,0,15
inv_1,5,5
xnor2_1,3,3
xor2_1,2,2
fa_1,3,3
mux2i_1,1,1
kinds of logic after synthesis:
| group | after synthesis |
|---|---|
| xor+xnor | 5 |
| buf+inv | 5 |
| fa+ha+maj | 3 |
| mux | 1 |
where the power goes:
| group | internal [mW] | total [mW] | leakage [nW] | switching, mW |
|---|---|---|---|---|
| registers | 0 | 0 | 0 | 0 |
| clock network | 0 | 0 | 0 | 0 |
| logic | 0.0321 | 0.0462 | 0.128 | 0.0141 |
layer usage:
metal / vias to the layer above / GRT usage [%] / wire, um
met5: - / 0 / 0
met4: 0 / 0 / 0
met3: 0 / 2.05 / 166
met2: 14 / 1.52 / 162
met1: 61 / 2.61 / 277
li1: 68 / - / -
Power figures rest on the tool's default switching activity, not on a simulated workload.
